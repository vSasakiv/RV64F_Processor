File: /design/flow/constraint.sdc
current_design cla_adder

set clk_period 21.9
set clk_io_pct 0.2

create_clock -name clk0 -period $clk_period

set non_clock_inputs [all_inputs -no_clocks]
set_input_delay [expr $clk_period * $clk_io_pct] -clock clk0 $non_clock_inputs
set_output_delay [expr $clk_period * $clk_io_pct] -clock clk0 [all_outputs]
File: /design/flow/design.v
module cla_adder #(
    parameter InputSize = 64
) (
    input [InputSize - 1:0] a, b,
    input sub,
    output c_o,
    output [InputSize - 1:0] s
);
    wire carry[0:InputSize - 1];
    wire p[0:InputSize - 1];
    wire g[0:InputSize - 1];
    wire pc[0:InputSize - 1];
	wire [InputSize - 1:0] c;
	assign c = b ^ {64{sub}};
	assign c_o = carry[InputSize - 1];
    and p01 (pc[0], p[0], sub);
    or c01 (carry[0], g[0], pc[0]);
    partial_full_adder1b u0 (.a(a[0]), .b(c[0]), .c_i(sub), .s(s[0]), .p(p[0]), .g(g[0]));
    partial_full_adder1b a1 (.a(a[InputSize - 1]), .b(c[InputSize - 1]), .c_i(carry[InputSize - 2]), .s(s[InputSize - 1]), .p(p[InputSize - 1]), .g(g[InputSize - 1]));
    genvar i;
    generate 
        for (i = 1; i < InputSize; i = i + 1) begin : P_G
            and pi (pc[i], p[i], carry[i - 1]);
            or ci (carry[i], g[i], pc[i]);
        end
        for (i = 1; i < InputSize - 1; i = i + 1) begin : Adders
            partial_full_adder1b a1 (.a(a[i]), .b(c[i]), .c_i(carry[i - 1]), .s(s[i]), .p(p[i]), .g(g[i]));
        end
    endgenerate
endmodule
module partial_full_adder1b (
    input a, b, c_i,
    output s, p, g
);
wire w1;
    xor U1 (w1, a, b);
    xor U2 (s, w1, c_i);
    or U3 (p, a, b);
    and U4 (g, a, b);
endmodule
File: /design/flow/config.mk
export PLATFORM = sky130hd
export DESIGN_NAME = cla_adder
export DESIGN_NICKNAME = cla_adder
export VERILOG_FILES = /design/flow/design.v
export SDC_FILE = /design/flow/constraint.sdc
export NUM_CORES = 4
export LEC_CHECK = 1
export CORE_UTILIZATION = 40
File: /design/flow/run.sh
#!/bin/bash
# OpenROAD 26Q1-2900-gdf79404cd8, Yosys 0.63+post, stock flow scripts
make -C /OpenROAD-flow-scripts/flow DESIGN_CONFIG=/design/flow/config.mk WORK_HOME=/design/flow/orfs finish
==> deck_impl_summary.md <==
Synthesis and Place & Route Summary

Run status
  • Outcome: finished, violations left
  • Failing checks: setup timing

Hold path
  • Class of the worst hold path: in -> out
  • Hold-critical path depth: 3
  • Hold Path Origin: a[0]

Synth
  • Post-Syn Area: 2890 µm²
  • Distinct lib cells: 10
  • Top area cell types: fa_1 44%, xnor2_1 18%, buf_4 17%
  • Top cells by count, synth: 122 x inv_1, 64 x buf_4, 63 x fa_1
  • Post-synthesis cell count: 321
  • Yosys top cell by instances: inv_1
  • Synth Area per Inst: 8.99 µm²
  • Synth Warn #: 1
  • Synthesis area per yosys: 2890 µm²
  • Register area share after synthesis: 0%
  • Max-area cell share: 43.7%
  • Largest area contributor in the netlist: fa_1
  • # Cells Yosys: 321

Finish
  • Seq Cell Count: 0
  • # clk buffers: 0
  • Finished layout cell area: 4420 µm²
  • Finished Layout Cells: 545
  • Reg area: 0 µm²
  • Final core utilization: 64.3%
  • Area growth syn-to-layout: 53.0%
  • Share of cells above drive strength 1: 28.1%

Timing
  • Tmin final: 30920 ps
  • Setup TNS: -130910 ps
  • Worst slew pin tran: 676 ps
  • Final period util: 141%
  • Max Clk Rate: 32.3 MHz
  • # setup viols final: 28
  • Relative slew slack: 54.9%
  • RSZ-0062 raised after global routing: yes
  • Max Slew Vio Count: 0
  • Final Hold Viols: 0
  • Final worst slack: -9020 ps

Global routing
  • Pin count of the biggest net entering global routing: 43
  • All-Layer GR Usage: 17.4%
  • Vias in the first global route: 2145
  • Initial antenna violation count: 0
  • First-pass GRT wire length: 9600 µm
  • Remaining Overflow, GRT: 0

Die
  • Die H: 86.9 µm
  • Row cnt: 30
  • Chip Area: 7560 µm²
  • Init Core Util: 42.0%
  • I/O Pins: 194
  • Die span in x: 86.9 µm
  • Core footprint: 6870 µm²

Placement
  • Port Buf Inserts: 194
  • Placed Area: 4550 µm²
  • Detailed Place HPWL: 5700 µm
  • Placed Instances: 544
  • Final RePlAce weighted congestion: 0.802

Setup path
  • Most frequent CP cell: fa_2
  • Slowest cell on the critical path: fa_2
  • Worst setup EP type: output port
  • Critical path origin: sub
  • Critical Path Max Stage Delay: 520 ps
  • Critical Path End: s[63]
  • Maximum fanout along the worst path: 4
  • CP arrival: 26540 ps
  • Startpoint types: input pin
  • Critical path required time: 17520 ps
  • Setup Crit Path Kind: in -> out

Detailed routing
  • Routed WL per cell: 11.0 µm
  • Drt drc: 0
  • Pre-antenna DRT Iters: 3
  • Inserted Diodes: 0
  • WL final: 6000 µm
  • Vias: 2102
  • Routed vias/inst: 3.86
  • Final ANT Viol Nets: 0
  • Iter 0 DRT Violations: 15

Flow run
  • Max-cap violations: 0
  • Log Warnings: 36

Clock network
  • CTS Hold Bufs: 0

Pwr
  • Power density cells: 34.4 nW/µm²
  • VDD IR max: 0.0153 mV
  • Leak pwr: 1.98 nW
worst max-delay path, delay by kind of cell:
kind	cells	cell delay (ps)
buffers and inverters	6	370
XOR/XNOR	1	180
adder cells (fa/ha/maj)	63	21580
kinds of logic after synthesis:
| kind of cell | synth area share (%) |
|---|---|
| xor+xnor | 19.7 |
| fa+ha+maj | 43.7 |
| buf+inv | 36.2 |
| mux | 0.390 |
how the worst min path moves through the flow:
stage / endpoint / slack (ps)
CTS: s[0] / 9320
global route: s[0] / 9340
finish: s[0] / 9320
per-stage QoR:
step,hold WS [ps],setup WS [ps],total power (W)
after floorplan,8910,-8290,0.000107
after global placement,9690,-9550,0.000164
after detailed placement,9690,-9580,0.000167
after CTS,9320,-9100,0.000154
after global routing,9340,-9600,0.000174
final,9320,-9020,0.000152
power breakdown:
part	leakage, nW	internal, W	switching (W)
sequential	0	0	0
clock	0	0	0
combinational	1.98	0.0000995	0.0000523
total	1.98	0.0000995	0.0000523
layout make-up:
cell class	instances	area, µm²
multi-input combinational	128	2020
tap	96	120
timing repair buffer	199	1820
fill	592	2450
inverter	122	458
metal layers:
| layer | global-route usage [%] | wire (µm) | part of all wire [%] |
|---|---|---|---|
| met5 | 0 | 0 | 0 |
| met4 | 1.21 | 56 | 0.93 |
| met3 | 5.38 | 801 | 13 |
| met2 | 30.4 | 3060 | 51 |
| met1 | 22.8 | 2080 | 35 |
repair_timing:
item	CTS	global route
cloned	0	0
setup buffers	1	0
pin swaps	4	0
resized	118	11
setup endpoints to repair	29	29
cells in the final DEF, fill, tap and decap left out:
cell,Yosys,layout
clkdlybuf4s50_1,0,158
clkbuf_2,0,1
mux2_4,0,1
buf_2,0,31
xnor2_1,59,59
inv_2,0,21
fa_2,0,63
dlygate4sd2_1,0,3
buf_8,5,1
xor2_1,4,2
buf_4,64,5
xor2_2,1,3
inv_1,122,101
No activity file was given, so power comes from the tool's default toggle rates.
