==> design/flow/design.v <==
module adder64b (
    input [63:0] a, b,
    input sub,
    output c_o,
    output [63:0] s
);
    wire [63:0] c;
    wire c1, c2, c3, c4, c5, c6, c7;
    assign c = b ^ {64{sub}};
    cla_adder8b u7_0 (.a(a[7:0]), .b(c[7:0]), .c_i(sub), .s(s[7:0]), .c_o(c1));  
    cla_adder8b u15_8 (.a(a[15:8]), .b(c[15:8]), .c_i(c1), .s(s[15:8]), .c_o(c2));
    cla_adder8b u23_16 (.a(a[23:16]), .b(c[23:16]), .c_i(c2), .s(s[23:16]), .c_o(c3));
    cla_adder8b u31_24 (.a(a[31:24]), .b(c[31:24]), .c_i(c3), .s(s[31:24]), .c_o(c4));
    cla_adder8b u39_32 (.a(a[39:32]), .b(c[39:32]), .c_i(c4), .s(s[39:32]), .c_o(c5)); 
    cla_adder8b u47_40 (.a(a[47:40]), .b(c[47:40]), .c_i(c5), .s(s[47:40]), .c_o(c6));
    cla_adder8b u55_48 (.a(a[55:48]), .b(c[55:48]), .c_i(c6), .s(s[55:48]), .c_o(c7));
    cla_adder8b u63_56 (.a(a[63:56]), .b(c[63:56]), .c_i(c7), .s(s[63:56]), .c_o);
endmodule
module cla_adder8b(
    input [7:0] a, b,  
    input c_i,  
    output c_o,  
    output [7:0] s
  );
    wire c1, c2, c3, c4, c5, c6, c7;
    wire p0, p1, p2, p3, p4, p5, p6, p7;
    wire pc1, pc2, pc3, pc4, pc5, pc6, pc7, pc8;
    wire g1, g2, g3, g4, g5, g6, g7, g8;
    and p01 (pc1, p0, c_i);
    or c01 (c1, g1, pc1);
    and p02 (pc2, p1, c1);
    or c02 (c2, g2, pc2);
    and p03 (pc3, p2, c2);
    or c03 (c3, g3, pc3);
    and p04 (pc4, p3, c3);
    or c04 (c4, g4, pc4);
    and p05 (pc5, p4, c4);
    or c05 (c5, g5, pc5);
    and p06 (pc6, p5, c5);
    or c06 (c6, g6, pc6);
    and p07 (pc7, p6, c6);
    or c07 (c7, g7, pc7);
    and p08 (pc8, p7, c7);
    or c08 (c_o, g8, pc8);
    partial_full_adder1b u0 (.a(a[0]), .b(b[0]), .c_i, .s(s[0]), .p(p0), .g(g1));
    partial_full_adder1b u1 (.a(a[1]), .b(b[1]), .c_i(c1), .s(s[1]), .p(p1), .g(g2));
    partial_full_adder1b u2 (.a(a[2]), .b(b[2]), .c_i(c2), .s(s[2]), .p(p2), .g(g3));
    partial_full_adder1b u3 (.a(a[3]), .b(b[3]), .c_i(c3), .s(s[3]), .p(p3), .g(g4));
    partial_full_adder1b u4 (.a(a[4]), .b(b[4]), .c_i(c4), .s(s[4]), .p(p4), .g(g5));
    partial_full_adder1b u5 (.a(a[5]), .b(b[5]), .c_i(c5), .s(s[5]), .p(p5), .g(g6));
    partial_full_adder1b u6 (.a(a[6]), .b(b[6]), .c_i(c6), .s(s[6]), .p(p6), .g(g7));
    partial_full_adder1b u7 (.a(a[7]), .b(b[7]), .c_i(c7), .s(s[7]), .p(p7), .g(g8));
endmodule
module partial_full_adder1b (
    input a, b, c_i,
    output s, p, g
);
wire w1;
    xor U1 (w1, a, b);
    xor U2 (s, w1, c_i);
    or U3 (p, a, b);
    and U4 (g, a, b);
endmodule
module comparator (
  input wire a_sign, b_sign, c_o,  
  input wire [63:0] s,  
  output wire eq, lu, ls  
);
  comparator_eq E0 (.s, .eq);
  comparator_lt_unsigned CU0 (.c_o, .eq, .lu);
  comparator_lt_signed CS0 (.a_sign, .b_sign, .s_sign(s[63]), .eq, .ls);
endmodule
module comparator_eq (
  input wire [63:0] s,  
  output wire eq  
);
  assign eq = ~(|s);  
endmodule 
module comparator_lt_signed (
  input wire a_sign, b_sign, s_sign, eq,  
  output wire ls  
);
  assign R = (a_sign & ~b_sign) | (~eq & s_sign) & (~b_sign | a_sign);  
endmodule
module comparator_lt_unsigned (
  input wire c_o, eq,  
  output wire lu 
);
  assign lu = ~(c_o | eq);  
endmodule
module and64b (
    input [63:0] a, b,
    output [63:0] s
);
    assign s = a & b;
endmodule 
module or64b (
    input [63:0] a, b,
    output [63:0] s
);
    assign s = a | b;
endmodule
module xor64b (
    input [63:0] a, b,
    output [63:0] s
);
    assign s = a ^ b;
endmodule 
module left_lshifter ( 
    input [63:0] a, b,
    output [63:0] s
    );
    assign s = a << b[5:0];
endmodule
module right_shifter (
    input signed [63:0] a, b,
    input sra,
    output reg [63:0] s
);
    always @ (a, b, sra)
        if (sra == 1'b0) s = a >> b[5:0];
        else s = a >>> b[5:0];
endmodule
module alu (
  input [63:0] a, b,  
  input [2:0] func,  
  input sub_sra,  
  output reg [63:0] s,  
  output wire eq, lu, ls  
);
  wire [63:0] add, b_xor, b_and, b_or, shift_right, shift_left;  
  wire c_o;  
  adder64b a0 (.a, .b, .s(add), .sub(sub_sra), .c_o);  
  and64b band0 (.a, .b, .s(b_and));  
  or64b bor0 (.a, .b, .s(b_or));  
  xor64b bxor0 (.a, .b, .s(b_xor));  
  left_lshifter lefts0 (.a, .b, .s(shift_left));  
  right_shifter rights0 (.a, .b, .sra(sub_sra), .s(shift_right));  
  comparator c0 (.a_sign(a[63]), .b_sign(b[63]), .s(add), .c_o, .eq, .ls, .lu);
  always @(*) begin
    case (func)
      3'b000: s = add;
      3'b001: s = shift_left;
      3'b010: s = ls;
      3'b011: s = lu;
      3'b100: s = b_xor;
      3'b101: s = shift_right;
      3'b110: s = b_or;
      3'b111: s = b_and;
    endcase
  end
endmodule
==> design/flow/run.sh <==
#!/bin/bash
# OpenROAD 26Q1-2900-gdf79404cd8, Yosys 0.63+post, stock flow scripts
make -C /OpenROAD-flow-scripts/flow DESIGN_CONFIG=/design/flow/config.mk WORK_HOME=/design/flow/orfs finish
==> design/flow/config.mk <==
export PLATFORM = sky130hd
export DESIGN_NAME = alu
export DESIGN_NICKNAME = alu
export VERILOG_FILES = /design/flow/design.v
export SDC_FILE = /design/flow/constraint.sdc
export NUM_CORES = 4
export LEC_CHECK = 1
export CORE_UTILIZATION = 50
==> design/flow/constraint.sdc <==
current_design alu

set clk_period 36.6
set clk_io_pct 0.2

create_clock -name clk0 -period $clk_period

set non_clock_inputs [all_inputs -no_clocks]
set_input_delay [expr $clk_period * $clk_io_pct] -clock clk0 $non_clock_inputs
set_output_delay [expr $clk_period * $clk_io_pct] -clock clk0 [all_outputs]
==> ci_impl_report.md <==
### Metrics collected by this job

| Metric | Value |
|---|---|
| Result of the run | `complete, but fails checks` |
| Violations in the final reports | `negative setup slack` |
| Period Utilization, post-route | `110%` |
| Global-route usage over all layers | `59.5%` |
| Critical path class | `input port to primary output` |
| Largest net degree at the start of global routing | `91` |
| Total congestion overflow | `0` |
| Fraction of layout cells with a size suffix above 1 | `20.1%` |
| Arrival time reported for the critical path endpoint | `33.05 ns` |
| Ratio of total power to cell area | `19.1 nW/um2` |
| Yosys Instances | `~2,000` |
| Crit path max-delay family | `adder cells` |
| Violation count after the first detailed-routing iteration | `3,047` |
| Setup violations, final | `10` |
| Tool warnings | `101` |
| Number of design rule violations left after detail routing | `0` |
| HP Class | `input port to primary output` |
| Final total power | `0.349 mW` |
| CP dominant cell by count | `sky130_fd_sc_hd__fa_2` |
| Actual transition at the worst max-transition pin | `around 1.3 ns` |
| Sum of routed wire length over all layers | `91,500 um` |
| Synthesized cell area | `15,600 um2` |
| Internal power of the cells | `0.141 mW` |
| Site Rows | `64` |
| Average instance area after synthesis | `roughly 7.9 um2` |
| Nature of the critical path endpoint | `primary output` |
| Largest area contributor in the synthesized netlist | `sky130_fd_sc_hd__mux4_2` |
| Final Hold Fails | `0` |
| Static leakage | `7.19 nW` |
| Placed standard-cell area | `approximately 18,000 um2` |
| Worst setup slack after layout | `-3.77 ns` |
| Upper clock frequency limit | `24.8 MHz` |
| Layout Area Growth over Synthesis | `17.5%` |
| Clock buffer cells | `0` |
| Fraction of power spent switching nets | `~60%` |
| Global-route wire length before repair | `around 130,000 um` |
| Via count of the first global-routing pass | `about 18,000` |
| Sequential area share after synthesis | `0%` |
| IR Drop Worst-Case VDD | `0.0173 mV` |
| Floorplan core density | `50.9%` |
| Number of top-level pins | `about 200` |
| Worst stage delay on the critical path | `0.54 ns` |
| Cts-stage hold buffer count | `0` |
| Max-capacitance violation count | `0` |
| X dimension of the die | `179 um` |
| Worst path buffer plus inverter count | `6` |
| Critical path startpoint category | `input port` |
| HPWL Detailed | `70,700 um` |
| Vias after detailed routing | `approximately 19,000` |
| Critical path launch point | `b[0]` |
| WHS Path Cells | `5` |
| Most common cell in the synthesized netlist | `sky130_fd_sc_hd__nor2_1` |
| Ratio of routed vias to standard cells | `7.56` |
| # port buffers | `198` |
| Seq Cell Count | `0` |
| Final Max Tran Viols | `0` |
| Iteration tally of the first detailed-router pass | `9` |
| Switch Pwr | `0.208 mW` |
| Synthesized chip area reported by yosys | `~16,000 um2` |
| Total placed cells including tap cells | `2,485` |
| Hold Path End | `s[60]` |
| Cell type of the slowest stage on the worst timing path | `sky130_fd_sc_hd__or4b_1` |
| Final std cell area, no fill | `approximately 18,000 um2` |
| Post-route non-filler standard cell count | `2,504` |
| Post-detailed-route count of antenna-violating nets | `0` |
| Avg WL per Cell | `36.5 um` |
| Unique cell type count in the Yosys netlist | `82` |
| Largest fanout on the critical path | `2` |
| Count of filler cells inserted in the layout | `approximately 2,600` |
| Area of all sequential standard cells | `0 um2` |
| Most frequent cells after synthesis | `sky130_fd_sc_hd__nor2_1 (190), sky130_fd_sc_hd__nand2_1 (163), sky130_fd_sc_hd__o21ai_0 (144)` |
| Core Footprint | `about 31,000 um2` |
| Worst min-delay path startpoint | `func[0]` |
| Number of antenna violations at the first check in global routing | `11` |
| Unrepaired setup endpoints after global routing | `true` |
| Max-area cell share | `17.8%` |
| Die area | `roughly 32,000 um2` |
| Cell count after synthesis | `1,967` |
| Final weighted congestion of routability-driven global placement | `around 1.2` |
| Multi-input combinational cell area | `14,400 um2` |
| Crit path DRT | `29.28 ns` |
| Fin crit period | `40.37 ns` |
| Warnings from Yosys | `4` |
| Setup_tns | `-17.01 ns` |
| Main area contributors | `sky130_fd_sc_hd__mux4_2 (18%), sky130_fd_sc_hd__ha_1 (10%), sky130_fd_sc_hd__fa_1 (8.1%), sky130_fd_sc_hd__mux2i_1 (7.1%), sky130_fd_sc_hd__o21ai_0 (4.6%)` |
| Die Ht | `179 um` |
| Max-slew headroom | `between 10% and 20%` |
==> cell type report <==
type | count | area share [%]
multi-input cells | 1645 | 78.9
repair buffers | 312 | 15.4
diodes | 11 | 0.150
inverters | 140 | 2.89
well taps | 396 | 2.71
==> layout by cell type, fill, tap and decap left out, types with 62 or more instances in the layout <==
master and n:
sky130_fd_sc_hd__clkdlybuf4s50_1 176, sky130_fd_sc_hd__a21oi_1 99, sky130_fd_sc_hd__nor2_1 189, sky130_fd_sc_hd__fa_2 62, sky130_fd_sc_hd__inv_1 131, sky130_fd_sc_hd__mux2_2 63
sky130_fd_sc_hd__mux4_2 123, sky130_fd_sc_hd__mux2i_1 111, sky130_fd_sc_hd__ha_1 129, sky130_fd_sc_hd__buf_4 108, sky130_fd_sc_hd__nand2_1 162, sky130_fd_sc_hd__o21ai_0 144
==> layer usage <==
layer / track usage, % / wire length [um] / part of all wire (%) / vias to the layer above
li1: - / - / - / 7655
met1: 73.1 / 31800 / 35 / 8919
met2: 77.9 / 35500 / 39 / 1852
met3: 34.1 / 15600 / 17 / 492
met4: 41.5 / 8520 / 9.3 / 10
met5: 2.88 / 127 / 0.14 / -
==> how the worst max path moves through the flow <==
stage / end / slack, ns / cells past startpoint
CTS: s[0] / -3.76 / 77
finish: s[0] / -3.77 / 75
global route: s[0] / -4.45 / 77
==> through the flow <==
step,util [%],hold slack [ns],setup slack [ns]
floorplan,-,14.88,-3.16
global placement,59.5,15.72,-4.14
detailed placement,59.5,15.71,-4.14
CTS,59.6,15.46,-3.76
global route,59.8,15.53,-4.45
finish,59.8,15.51,-3.77
==> cell families (layout without fill, tap and decap cells) <==
logic type,count (synthesis),after routing,share of synthesized area (%)
adder cells (fa/ha/maj),192,192,18.5
XOR/XNOR,63,63,3.54
AND/OR/NAND/NOR,543,543,16.0
buffers and inverters,322,452,8.66
multiplexers,298,298,29.5
other,1,12,0.0241
AND-OR/OR-AND,548,548,23.8
==> what timing repair did <==
action                     in CTS  in global routing
cloned                          0                  0
setup endpoints to repair      12                 13
gates resized                  40                 21
pin swaps                      14                  2
buffers inserted                4                  6
Power figures rest on the tool's default switching activity, not on a simulated workload.
