===== design/flow/config.mk =====
export PLATFORM = sky130hd
export DESIGN_NAME = regfile
export DESIGN_NICKNAME = regfile
export VERILOG_FILES = /design/flow/design.v
export SDC_FILE = /design/flow/constraint.sdc
export NUM_CORES = 4
export LEC_CHECK = 1
export CORE_UTILIZATION = 50

===== design/flow/constraint.sdc =====
current_design regfile

set clk_period 14.3
set clk_io_pct 0.2

create_clock -name clk0 -period $clk_period [get_ports {clk}]

set non_clock_inputs [all_inputs -no_clocks]
set_input_delay [expr $clk_period * $clk_io_pct] -clock clk0 $non_clock_inputs
set_output_delay [expr $clk_period * $clk_io_pct] -clock clk0 [all_outputs]

===== design/flow/design.v =====
module decoder #(
	parameter InputSize = 3  
) (
    input [InputSize - 1:0] data_i,  
    output reg [(1 << InputSize) - 1:0] data_o  
);
	always @* begin
		data_o = 0;
		data_o[data_i] = 1'b1; 
	end
endmodule
module regfile #(
    parameter Size = 64
) (
    input clk,  
    input load,  
    input [4:0] rd_addr,  
    input [4:0] rs1_addr,  
    input [4:0] rs2_addr,  
    input [Size - 1:0] rd_i,  
    output [Size - 1:0] rs1_o,  
    output [Size - 1:0] rs2_o  
);
    wire [Size - 1:0] rs[31:0];  
    wire [31:0] dec_o;
	wire [31:0] load_reg;  
    assign rs[0] = {Size{1'b0}};  
    assign load_reg = dec_o & {32{load}};
    assign rs1_o = rs[rs1_addr];
    assign rs2_o = rs[rs2_addr];
    decoder #(5) dec5to32 (.data_i(rd_addr), .data_o(dec_o));
    genvar i;
    generate
        for (i = 1; i < 32; i = i + 1) begin : registers
            register #(.Size(Size)) ri (.clk, .data_i(rd_i), .load(load_reg[i]), .data_o(rs[i]));
		end
	endgenerate   
endmodule
module register #(
    parameter Size = 1  
) (
    input clk,  
    input [Size - 1:0] data_i,  
    input load,  
    output reg [Size - 1:0] data_o  
);
    always @(posedge clk) begin
      if (load) data_o <= data_i;  
    end
endmodule

===== design/flow/run.sh =====
#!/bin/bash
# OpenROAD 26Q1-2900-gdf79404cd8, Yosys 0.63+post, stock flow scripts
make -C /OpenROAD-flow-scripts/flow DESIGN_CONFIG=/design/flow/config.mk WORK_HOME=/design/flow/orfs finish

==> impl_metrics.json <==
{
  "outcome": "complete, no violations",
  "synth-edff-count": 1984,
  "grt_pass1_wl_um": 566000,
  "synth-main-ff-cell": "edfxtp_1",
  "m1WireLength_um": 118000,
  "tns_ns": 0,
  "cts.reportedPaths.clkPinSlew_ns": 0.06,
  "logic_area_sq_um": 24200,
  "top_cell": "edfxtp_1",
  "vdd_drop_max_mv": 0.113,
  "ctsResizeCount": 0,
  "setup_viol": 0,
  "crit_type": "input pin to primary output",
  "worstPathArrival_ns": 8.12,
  "netlist_instances": 5964,
  "synth.top_cells.by_count": "edfxtp_1 (1984), a22oi_1 (1191), and3_1 (804)",
  "postCtsHoldBufs": 0,
  "clock-root-buffer": "clkbuf_16",
  "area_leaders": "edfxtp_1 (70%), a22oi_1 (10%), and3_1 (5.9%), nand3_1 (2.6%), a2111oi_0 (2.2%)",
  "core_area_sq_um": 170000,
  "rows": 151,
  "whs_ns": 2.60,
  "grt_max_degree": 79,
  "dpl.hpwl_um": 227000,
  "top_level_ports": 209,
  "drcViolationCount": 0,
  "vias_per_cell": 8.06,
  "grt_pass1_vias": 72200,
  "numSynthFlops": 1984,
  "worstSetupStartpointType": "input pin",
  "critical_path.max_stage_delay_ns": 0.72,
  "largestRegisters": "registers.ri.data_o x1984",
  "place_congestion": 1.05,
  "top_register": "registers.ri.data_o",
  "critPathRequiredTime_ns": 11.44,
  "tritoncts": "built",
  "yosys_warnings": 3,
  "cpMaxStageDelayCell": "buf_4",
  "synthArstFlopShare_pct": 0,
  "top_layer_used": "met5",
  "crit_fanout": 36,
  "cap_violations": 0,
  "hp-class": "input pin to register",
  "rsz0062_at_grt": "false",
  "netlist_area_sq_um": 85500,
  "wire_per_inst_um": 49.2,
  "synth.avg_cell_area_sq_um": 14.3,
  "leakage_nw": 34.2,
  "fillCellCount": 13000,
  "drive_gt1_share_pct": 12.5,
  "antenna_found_initial": 19,
  "cts.path.max_buffers": 3,
  "yosys_area_sq_um": 85500,
  "wirelength_um": 423000,
  "synth_cell_types": 53,
  "grt-ovfl-total": 0,
  "end_kind": "primary output",
  "max-slew-margin-rel_pct": 19.0,
  "path_common_cell": "buf_4",
  "drt_iter0_markers": 8424,
  "openroad.warnings": 28,
  "period_needed_ns": 10.98,
  "worst_pin_slew_ns": 1.18,
  "die.size.y_um": 415,
  "final-seq-area_sq_um": 59600,
  "p_per_area_nw_per_um2": 132,
  "syn_to_final_growth_pct": 15.0,
  "post_cts_buffers": 0,
  "fmax_mhz": 91.1,
  "cts_sinks": 1984,
  "fin_crit_sh_pct": 76.8,
  "vias": 69200,
  "portBuffers": 208,
  "cp-startpoint": "rs1_addr[3]",
  "worstPathCellList": "clkdlybuf4s50_1, buf_4, nor3b_4, buf_4, buf_4, and2_4, buf_4, buf_4, a2111oi_0, nand3_1, or4_1, clkdlybuf4s50_1",
  "cp-endpoint": "rs1_o[15]",
  "top_area_cell": "edfxtp_1",
  "first_pass_iters": 12,
  "top_cell_area_share_pct": 69.7,
  "slew_violations": 0,
  "wl_met2_um": 173000,
  "ant_nets": 0,
  "hold_viol": 0,
  "fp.dieArea_sq_um": 173000,
  "die_w_um": 415,
  "dr_wl_met3_um": 93000,
  "htreeDepth": 4,
  "largest_reg_flops": 1984,
  "power_w": 0.0130,
  "postSynthSeqShare_pct": 69.7,
  "numCtsBuffers": 204,
  "grt.total_usage_pct": 53.6,
  "yosys_cells": 5964,
  "fp_util_pct": 50.4
}
final cells by class:
type / count / area share [%]
inverters: 6 / 0.0229
well taps: 2218 / 2.82
diodes: 30 / 0.0764
flip-flops and latches: 1984 / 60.6
clock inverters: 131 / 1.46
clock buffers: 252 / 5.55
multi-input cells: 3422 / 24.7
repair buffers: 538 / 4.79
worst min path at each step:
stage	start	end	slack, ns	depth (start not counted)
6_report	rd_i[38]	registers[12].ri.data_o[38]	2.60	1
5_1_grt	rd_i[38]	registers[12].ri.data_o[38]	2.60	1
4_1_cts	rd_i[38]	registers[12].ri.data_o[38]	2.57	1
cell families (layout without fill, tap and decap cells):
logic type / count (synthesis) / count (layout) / synth area share (%)
DFF: 1984 / 1984 / 69.7
and+or+nand+nor: 1793 / 1793 / 12.4
AOI/OAI and AO/OA: 1610 / 1610 / 15.1
buffers and inverters: 558 / 927 / 2.61
muxes: 10 / 10 / 0.119
xor gates and xnor gates: 6 / 6 / 0.0615
adders and majority gates: 3 / 3 / 0.0439
other: 0 / 30 / 0
cells in the final DEF (no fill, tap or decap), types with 44 or more instances in the layout:
cell type        count
buf_4              318
clkinv_1            44
nand2_1             71
clkdlybuf4s50_1    208
and3_1             802
nand4_1            216
a2111oi_0          216
a2111oi_2           49
or4_1              122
a22oi_1           1191
edfxtp_1          1984
clkbuf_16          212
nand3_1            439
a32oi_1             70
nor2_4              48
worst max-delay path: cells and delay by family:
kind,cells,cell delay [ns]
AND-OR/OR-AND,1,0.25
AND/OR/NAND/NOR,4,1.11
buffers and inverters,7,3.77
metrics by stage:
step	setup WS (ns)	area (sq um)	util, %	instances
2_1_floorplan	6.87	85500	-	5964
6_report	3.32	98300	57.9	8581
3_5_place_dp	3.71	91300	53.8	8168
4_1_cts	3.68	98200	57.9	8551
5_1_grt	3.50	98200	57.9	8555
3_3_place_gp	3.73	91300	53.8	8168
power breakdown:
part           internal [W]  switching (W)  total, W
clock network       0.00325        0.00233   0.00559
logic              0.000267       0.000612  0.000879
registers           0.00650      0.0000496   0.00655
total                0.0100        0.00299    0.0130
metal layers:
layer  global-route usage, %  vias to the layer above
li1                        -                    25700
met1                    58.0                    32800
met2                    68.1                     8223
met3                    48.0                     2392
met4                    32.8                       89
met5                    11.3                        -
No activity file was given, so power comes from the tool's default toggle rates.
